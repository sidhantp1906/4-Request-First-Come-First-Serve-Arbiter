<file path="flow/run.sh">
#!/bin/bash
# OpenROAD 26Q1-2900-gdf79404cd8, Yosys 0.63+post, stock flow scripts
make -C /OpenROAD-flow-scripts/flow DESIGN_CONFIG=/design/flow/config.mk WORK_HOME=/design/flow/orfs finish
</file>
<file path="flow/config.mk">
export PLATFORM = sky130hd
export DESIGN_NAME = Arbiter
export DESIGN_NICKNAME = Arbiter
export VERILOG_FILES = /design/flow/design.v
export SDC_FILE = /design/flow/constraint.sdc
export NUM_CORES = 4
export LEC_CHECK = 1
export CORE_AREA = 10 10 85 85
export DIE_AREA = 0 0 95 95
</file>
<file path="flow/constraint.sdc">
current_design Arbiter

set clk_period 1.0
set clk_io_pct 0.2

create_clock -name clk0 -period $clk_period [get_ports {clk}]

set non_clock_inputs [all_inputs -no_clocks]
set_input_delay [expr $clk_period * $clk_io_pct] -clock clk0 $non_clock_inputs
set_output_delay [expr $clk_period * $clk_io_pct] -clock clk0 [all_outputs]
</file>
<file path="flow/design.v">
`timescale 1ns / 1ps
module Arbiter(
input Rqst0,Rqst1,Rqst2,Rqst3,
input clk,resetn,
output reg Grant0,Grant1,Grant2,Grant3
    );
reg [2:0]curg,nexg;
parameter one = 3'b000,two = 3'b001,three = 3'b010,four = 3'b011,burst = 3'b100;
always @(posedge clk)
begin
if(~resetn)
curg <= one;
else
curg <= nexg;
end
always @(*)
begin
case({Rqst3,Rqst2,Rqst1,Rqst0})
4'b0000:{Grant3,Grant2,Grant1,Grant0} = 4'b0000;
4'b0001:{Grant3,Grant2,Grant1,Grant0} = 4'b0001;
4'b0010:{Grant3,Grant2,Grant1,Grant0} = 4'b0010;
4'b0011:begin
			case(curg)
				one:begin {Grant3,Grant2,Grant1,Grant0} = 4'b0001;
				nexg = two;
				end
				two:begin {Grant3,Grant2,Grant1,Grant0} = 4'b0010;
				nexg = burst;
				end
			   burst:{Grant3,Grant2,Grant1,Grant0} = 4'b0000;
			endcase
		 end
4'b0100:{Grant3,Grant2,Grant1,Grant0} = 4'b0100;
4'b0101:begin
		   case(curg)
				one:begin {Grant3,Grant2,Grant1,Grant0} = 4'b0001;
				nexg = three;
				end
				three:begin {Grant3,Grant2,Grant1,Grant0} = 4'b0100;
				nexg = burst;
				end
			   burst:{Grant3,Grant2,Grant1,Grant0} = 4'b0000;
			endcase
		end
4'b0110:begin
		   case(curg)
				one:begin {Grant3,Grant2,Grant1,Grant0} = 4'b0000;
				nexg = two;
				end
				two:begin {Grant3,Grant2,Grant1,Grant0} = 4'b0010;
				nexg = three;
				end
				three:begin {Grant3,Grant2,Grant1,Grant0} = 4'b0100;
				nexg = burst;
				end
			   burst:{Grant3,Grant2,Grant1,Grant0} = 4'b0000;
			endcase
		end
4'b0111:begin
		   case(curg)
				one:begin {Grant3,Grant2,Grant1,Grant0} = 4'b0001;
				nexg = two;
				end
				two:begin {Grant3,Grant2,Grant1,Grant0} = 4'b0010;
				nexg = three;
				end
				three:begin {Grant3,Grant2,Grant1,Grant0} = 4'b0100;
				nexg = burst;
				end
			   burst:{Grant3,Grant2,Grant1,Grant0} = 4'b0000;
			endcase
		end
4'b1000:{Grant3,Grant2,Grant1,Grant0} = 4'b1000;
4'b1001: begin
		   case(curg)
				one:begin {Grant3,Grant2,Grant1,Grant0} = 4'b0001;
				nexg = four;
				end
				four:begin {Grant3,Grant2,Grant1,Grant0} = 4'b1000;
				nexg = burst;
				end
			   burst:{Grant3,Grant2,Grant1,Grant0} = 4'b0000;
			endcase
		end
4'b1010: begin
		   case(curg)
				one:begin {Grant3,Grant2,Grant1,Grant0} = 4'b0000;
				nexg = two;
				end
				two:begin {Grant3,Grant2,Grant1,Grant0} = 4'b0010;
				nexg = four;
				end
				four:begin {Grant3,Grant2,Grant1,Grant0} = 4'b1000;
				nexg = burst;
				end
			   burst:{Grant3,Grant2,Grant1,Grant0} = 4'b0000;
			endcase
		end
4'b1011: begin
		   case(curg)
				one:begin {Grant3,Grant2,Grant1,Grant0} = 4'b0001;
				nexg = two;
				end
				two:begin {Grant3,Grant2,Grant1,Grant0} = 4'b0010;
				nexg = four;
				end
				four:begin {Grant3,Grant2,Grant1,Grant0} = 4'b1000;
				nexg = burst;
				end
			   burst:{Grant3,Grant2,Grant1,Grant0} = 4'b0000;
			endcase
		end
4'b1100:begin
		   case(curg)
				one:begin {Grant3,Grant2,Grant1,Grant0} = 4'b0000;
				nexg = three;
				end
				three:begin {Grant3,Grant2,Grant1,Grant0} = 4'b0100;
				nexg = four;
				end
				four:begin {Grant3,Grant2,Grant1,Grant0} = 4'b1000;
				nexg = burst;
				end
			   burst:{Grant3,Grant2,Grant1,Grant0} = 4'b0000;
			endcase
		end
4'b1101:begin
		   case(curg)
				one:begin {Grant3,Grant2,Grant1,Grant0} = 4'b0001;
				nexg = three;
				end
				three:begin {Grant3,Grant2,Grant1,Grant0} = 4'b0100;
				nexg = four;
				end
				four:begin {Grant3,Grant2,Grant1,Grant0} = 4'b1000;
				nexg = burst;
				end
			   burst:{Grant3,Grant2,Grant1,Grant0} = 4'b0000;
			endcase
		end
4'b1110: begin
		   case(curg)
				one:begin {Grant3,Grant2,Grant1,Grant0} = 4'b0000;
				nexg = two;
				end
				two:begin {Grant3,Grant2,Grant1,Grant0} = 4'b0010;
				nexg = three;
				end
				three:begin {Grant3,Grant2,Grant1,Grant0} = 4'b0100;
				nexg = four;
				end
				four:begin {Grant3,Grant2,Grant1,Grant0} = 4'b1000;
				nexg = burst;
				end
			   burst:{Grant3,Grant2,Grant1,Grant0} = 4'b0000;
			endcase
		end
4'b1111:begin
		   case(curg)
				one:begin {Grant3,Grant2,Grant1,Grant0} = 4'b0001;
				nexg = two;
				end
				two:begin {Grant3,Grant2,Grant1,Grant0} = 4'b0010;
				nexg = three;
				end
				three:begin {Grant3,Grant2,Grant1,Grant0} = 4'b0100;
				nexg = four;
				end
				four:begin {Grant3,Grant2,Grant1,Grant0} = 4'b1000;
				nexg = burst;
				end
			   burst:{Grant3,Grant2,Grant1,Grant0} = 4'b0000;
			endcase
		end
default:begin
			nexg = one;
			{Grant3,Grant2,Grant1,Grant0} = 4'b0000;
		end
endcase
end
endmodule
</file>
==> reports/results.tsv <==
metric	value	unit
p_per_area	862.7	nW/um2
die_area	9025	um2
hpwl	1309	um
relSlewSlack	53.43	%
cp_slowest_stage_delay	0.41	ns
cp-end-kind	flip-flop	
nFillCells	630	
yosys_cells	99	
drc	0	
maxCapViolCount	0	
post-cts-setup-buffers	0	
critPathSlowestCell	clkdlybuf4s50_1	
regArea	165.2	um2
root_buffer	clkbuf_8	
dr.pass1.iters	6	
path_cells	clkdlybuf4s50_1, and2_1	
fmax	1491	MHz
start_kind	input port	
core_area	5473	um2
synth_cells	99	
grt_usage	4.032	%
synth_area	705.7	um2
rsz0062_at_grt	false	
setup_viol	0	
slew_viol_final	0	
cts.htree.levels	1	
ys_chip_area	705.7	um2
cts_tree	yes	
crit_fanout	3	
status	finished, final reports clean	
crit_buf_inv	1	
critPathArrivalTime	0.77	ns
place_area	830.8	um2
overflow	0	
holdBufCountCts	0	
worstSetupPathType	in2reg	
grt_start_max_net_pins	23	
numCtsBuffers	3	
ys_ff	10	
cts_resized	0	
wirelength	1779	um
warnings	25	
fin_crit_sh	67.08	%
vdd_drop_max	366.3	uV
fin_crit	0.6708	ns
ant_nets	0	
wl_per_cell	10.22	um
n_antenna_cell	0	
antenna_found_initial	0	
ios	10	
gp_congestion	0.8478	
worst_pin_slew	0.6963	ns
post-route-cell-area	875.8	um2
cp_top_family	buffers and inverters	
min_path_type	in2reg	
unclocked_regs	7	
final-hold-violation-count	0	
most-common-layout-cells	nor2_1, clkdlybuf4s50_1, dlxtn_1, o21ai_1, a21oi_1	
vias	722	
lay_top_count	nor2_1	
comb_area	481.7	um2
yosys_warnings	1	
die_h	95	um
final_layout_size_suffix_gt1_share	4.902	%
vias_per_cell	4.149	
synthToLayoutAreaGrowth	24.11	%
crit_required	1.10	ns
clk_pin_slew	0.03	ns
row_count	27	
avgSynthCellArea	7.128	um2
drtIter0Drc	122	
grt_pass1_vias	686	
clockBufferDepth	2	
fin_tns_setup	0	ns
die_w	95	um
fp_util	12.89	%
ys_types	38	
grt_pass1_wl	3174	um
untimed_endpoints	11	
portBuffers	9	
leakagePower	0.2951	nW
==> per-stage QoR <==
stage | instances | total power, mW | util [%] | setup slack (ns) | hold WS [ns]
6_report | 174 | 0.7556 | 16.00 | 0.3292 | 0.5903
5_1_grt | 174 | 0.8161 | 16.00 | 0.2897 | 0.6321
4_1_cts | 174 | 0.7640 | 16.00 | 0.3286 | 0.5888
3_5_place_dp | 170 | 0.4119 | 15.18 | 0.1074 | 0.8119
3_3_place_gp | 170 | 0.4147 | 15.18 | 0.1160 | 0.8070
2_1_floorplan | 99 | 0.3566 | - | 0.5598 | 0.3217
==> cell families (layout without fill, tap and decap cells) <==
logic type | Yosys count | in the layout | synth area share [%]
simple gates | 46 | 46 | 37.41
compound gates | 31 | 31 | 29.26
buf+inv | 11 | 14 | 8.332
latches | 7 | 7 | 14.89
flops | 3 | 3 | 8.511
fa+ha+maj | 1 | 1 | 1.596
==> cell usage after synthesis (all sizes together) <==
library cell	count	area share (%)
or2	2	1.8
and3	1	0.89
a311o	1	1.4
nor3b	1	1.1
or3b	1	1.2
dlxtn	7	15
nor2	10	5.3
nand3	3	2.1
nor3	1	0.71
nand3b	1	1.1
inv	1	0.53
o211a	1	1.4
o211ai	1	1.1
nand2	5	2.7
o22ai	4	3.5
a31oi	2	1.8
o21ai	7	5.0
nor4bb	1	1.4
nand2b	5	4.8
and4bb	1	1.8
nand4	1	0.89
o221ai	1	1.2
o31ai	1	1.1
a32oi	3	3.7
o32ai	2	2.5
dfxtp	3	8.5
and2b	1	1.1
nor4	2	1.8
a21boi	1	1.1
nor2b	4	3.5
a21oi	6	4.3
buf	10	7.8
and2	5	4.4
a22o	1	1.2
or3	1	0.89
maj3	1	1.6
==> area by class of cell <==
cell class	instances	area share (%)
clock buffer	4	5.143
sequential	10	18.86
multi-input combinational	78	55.00
inverter	1	0.4286
tap	72	10.29
timing repair buffer	9	10.29
==> where the power goes <==
group          leakage (nW)  total [mW]  internal, mW  switching, mW
Combinational         0.193       0.227         0.105          0.122
Clock                0.0228       0.344         0.271         0.0725
Sequential           0.0798       0.185         0.162         0.0228
Total                 0.295       0.756         0.538          0.217
==> registers in the layout, summed over array words and instances, names as in the netlist <==
signal  cells
Grant3      1
Grant2      1
Grant1      1
nexg        3
Grant0      1
curg        3
==> layer usage <==
metal	track usage [%]	share of wire [%]	vias to the layer above
met5	0	0	-
met4	0.2494	0	0
met3	0.2404	6.7	0
met2	7.265	50	26
met1	5.384	44	324
li1	-	-	372
==> worst paths after layout <==
check	from	endpoint	slack (ns)	cells after the start
setup / recovery	resetn	curg[0]$_SDFF_PN0_	0.33	2
hold / removal	resetn	curg[2]$_SDFF_PN0_	0.59	2
Power and IR drop assume default switching activity.
